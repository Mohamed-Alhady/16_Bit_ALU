## ./constraint.sdc

```tcl
current_design SHIFT_UNIT

set clk_period 1.0
set clk_io_pct 0.2

create_clock -name clk0 -period $clk_period [get_ports {CLK}]

set non_clock_inputs [all_inputs -no_clocks]
set_input_delay [expr $clk_period * $clk_io_pct] -clock clk0 $non_clock_inputs
set_output_delay [expr $clk_period * $clk_io_pct] -clock clk0 [all_outputs]
```

## ./run.sh

```bash
#!/bin/bash
# OpenROAD 26Q1-2900-gdf79404cd8, Yosys 0.63+post, stock flow scripts
make -C /OpenROAD-flow-scripts/flow DESIGN_CONFIG=/design/flow/config.mk WORK_HOME=/design/flow/orfs finish
```

## ./config.mk

```make
export PLATFORM = sky130hd
export DESIGN_NAME = SHIFT_UNIT
export DESIGN_NICKNAME = SHIFT_UNIT
export VERILOG_FILES = /design/flow/design.v
export SDC_FILE = /design/flow/constraint.sdc
export NUM_CORES = 4
export LEC_CHECK = 1
export CORE_AREA = 10 10 83 83
export DIE_AREA = 0 0 93 93
```

## ./design.v

```verilog
module SHIFT_UNIT 
#( parameter IN_DATA_WIDTH = 16 ,
             OUT_DATA_WIDTH = 16
)
(
input  wire [IN_DATA_WIDTH-1:0]  A   ,
input  wire [IN_DATA_WIDTH-1:0]  B   ,
input  wire [1:0]                ALU_FUNC ,
input  wire                      CLK ,
input  wire                      RST ,
input  wire                      Shift_enable ,
output reg  [OUT_DATA_WIDTH-1:0] Shift_OUT,
output reg                       Shift_Flag
);
reg [OUT_DATA_WIDTH-1:0]  Shift_OUT_comb  ;
reg                       Shift_Flag_comb ;
always @ (posedge CLK or negedge RST)
 begin 
   if (!RST)
     begin
      Shift_OUT  <= 'b0 ;
      Shift_Flag <= 'b0 ;	
	 end
   else
     begin   
      Shift_OUT  <= Shift_OUT_comb ;
      Shift_Flag <= Shift_Flag_comb ;
	 end
 end	
always @ (*)
 begin 
    Shift_OUT_comb = 1'b0 ;
    Shift_Flag_comb = 1'b0 ;
	if(Shift_enable)
      case (ALU_FUNC)
      2'b00 : begin
              Shift_OUT_comb = A >> 1  ;
              Shift_Flag_comb = 1'b1 ;              
		      end
      2'b01 : begin
              Shift_OUT_comb = A << 1 ;
              Shift_Flag_comb = 1'b1 ;           
		      end
      2'b10 : begin
              Shift_OUT_comb = B >> 1 ;
              Shift_Flag_comb = 1'b1 ;           
		      end
      2'b11 : begin
              Shift_OUT_comb = B << 1 ;
              Shift_Flag_comb = 1'b1 ;           
		      end
      endcase
	else
	 begin
      Shift_OUT_comb = 'b0 ;
      Shift_Flag_comb = 1'b0 ;
     end
 end
 endmodule
```

==> results.json <==
{
  "ys_ff": 17,
  "vdd_drop_max_uv": 394,
  "clock_sinks": 17,
  "drv_cap": 0,
  "antenna_left": 0,
  "ys_cells": 55,
  "synth.distinct_cells": 9,
  "ys_sh_xor": 0,
  "post-route-util": 0.281,
  "area.growth.synth_to_final_pct": 97.3,
  "synth_cells": 55,
  "pin_count": 54,
  "top_area_frac": 0.581,
  "grt.overflow.total": 0,
  "place.gp.congestion": 0.754,
  "viasPerCell": 3.70,
  "layout_setup_ws_ps": 4.79,
  "die_h_um": 93,
  "synth.cellmix.compoundShare": 0.120,
  "leakagePower_nw": 0.644,
  "synth_seq_share": 0.581,
  "tns_ps": 0,
  "worst_pin_slew_ps": 244,
  "hold_viol_final": 0,
  "p_total_mw": 1.67,
  "setup.worst_path.start_class": "primary input",
  "diodes": 0,
  "ys_sh_adder": 0,
  "layout-drive-gt1-share": 0.357,
  "first_iter_violations": 11,
  "clockBufferDepth": 2,
  "critPathKind": "in2reg",
  "cts_hold_buf": 0,
  "drc_errors": 0,
  "hold_slack_ps": 193,
  "grt_usage": 0.0591,
  "post-place-ws_ps": -441,
  "dpl.hpwl_um": 2160,
  "most-common-layout-cells": "clkdlybuf4s50_1 (34), dfrtp_1 (17), clkbuf_2 (16), o22ai_1 (11), mux2i_2 (8)",
  "tool_warnings": 26,
  "fin_cells": 185,
  "drtPass1Iterations": 4,
  "ys_sh_simple": 0.0239,
  "syn_area_per_cell_um2": 13.3,
  "yosys_area_um2": 732,
  "netlist_area_um2": 732,
  "clkTransAtPathRegs_ps": 60,
  "grt_pass1_vias": 771,
  "yosys_warnings": 1,
  "layout_top_cell": "clkdlybuf4s50_1",
  "grt_max_degree": 18,
  "postCtsSetupBuffers": 0,
  "routed_wl_um": 2720,
  "die_width_um": 93,
  "portBuffers": 53,
  "grt_pass1_wl_um": 4010,
  "slew_viol_final": 0,
  "rsz0062_at_grt": "true",
  "cts_tree": "built",
  "status": "finished clean",
  "finalSetupViolCount": 0,
  "min_path_type": "in2reg",
  "antenna_found_initial": 0,
  "end_kind": "flip-flop",
  "worstPathArrival_ps": 1120,
  "initCoreUtil": 0.142,
  "ys_top_cells_by_area": "dfrtp_1 (58%), mux2i_1 (22%), o22ai_1 (12%), buf_12 (2.7%), buf_6 (1.5%)",
  "finalCritPeriodShare": 0.995,
  "place_area_um2": 1380,
  "crit_fanout": 8,
  "wl_per_cell_um": 14.7,
  "required_ps": 1120,
  "synth_area_leader_cell": "dfrtp_1",
  "slew_headroom": 0.834,
  "top_logic_kind": "multiplexers",
  "fin_area_um2": 1440,
  "fill_cells": 553,
  "clk_root_buffer_cell": "clkbuf_8",
  "vias": 684,
  "core_region_area_um2": 5140,
  "chipArea_um2": 8650,
  "power_density_nw_per_um2": 1150,
  "cts_buffers": 3,
  "htreeDepth": 1,
  "max_freq_ghz": 1.00,
  "synth.area.mux_share": 0.219,
  "post-route-min-period_ps": 995,
  "rows": 26,
  "placed_cells": 180
}
## synth_stat cells, drive strengths merged
master,number
nand2b,1
o22ai,14
nand2,1
dfrtp,17
buf,4
mux2i,16
nor2,2
## state kept, by name (all words and copies together), names as in the netlist
signal      count
Shift_OUT      16
Shift_Flag      1
## timing repair
item	4_1_cts	5_1_grt
setup endpoints to repair	33	28
endpoints found under the hold margin	0	0
resized	44	25
cloned	1	0
## final cells by class
type,count,area [um2],area share
clock buffers,4,45.0,0.0312
multi-input cells,34,334,0.231
flip-flops and latches,17,425,0.295
well taps,70,87.6,0.0607
repair buffers,60,552,0.382
## cells by family (layout without fill, tap and decap cells)
| group | Yosys count | after routing |
|---|---|---|
| buf+inv | 4 | 64 |
| simple gates | 4 | 4 |
| flops | 17 | 17 |
| mux | 16 | 16 |
| compound gates | 14 | 14 |
## path summary, 6_finish.rpt
check	end	cells after the start	slack, ps	from
max	Shift_OUT[4]	4	5	ALU_FUNC[1]
min	Shift_Flag	1	190	Shift_enable
max in group asynchronous	Shift_OUT[5]	2	590	RST
min in group asynchronous	Shift_OUT[8]	2	300	RST
## power breakdown
part | internal, mW | total, mW | switching, mW
logic | 0.272 | 0.421 | 0.149
registers | 0.737 | 0.749 | 0.0120
clock network | 0.282 | 0.496 | 0.214
## critical path, stage by stage
cell             delay, ps
clkdlybuf4s15_2        230
bufbuf_16              300
mux2i_2                270
o22ai_2                120
## metal layers
| layer | vias up | part of all wire | global-route usage |
|---|---|---|---|
| met1 | 328 | 0.44 | 0.0742 |
| li1 | 329 | - | - |
| met4 | 0 | 0 | 0.00643 |
| met2 | 27 | 0.49 | 0.100 |
| met5 | - | 0 | 0 |
| met3 | 0 | 0.066 | 0.0186 |
Power is estimated from default activity; no workload was simulated.

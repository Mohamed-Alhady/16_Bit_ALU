[/design/flow/run.sh]
#!/bin/bash
# OpenROAD 26Q1-2900-gdf79404cd8, Yosys 0.63+post, stock flow scripts
make -C /OpenROAD-flow-scripts/flow DESIGN_CONFIG=/design/flow/config.mk WORK_HOME=/design/flow/orfs finish
[/design/flow/config.mk]
export PLATFORM = sky130hd
export DESIGN_NAME = CMP_UNIT
export DESIGN_NICKNAME = CMP_UNIT
export VERILOG_FILES = /design/flow/design.v
export SDC_FILE = /design/flow/constraint.sdc
export NUM_CORES = 4
export LEC_CHECK = 1
export CORE_AREA = 10 10 78 78
export DIE_AREA = 0 0 88 88
[/design/flow/design.v]
module CMP_UNIT 
#( parameter IN_DATA_WIDTH  = 16,
             OUT_DATA_WIDTH = 16
)
(
input  wire [IN_DATA_WIDTH-1:0]   A   ,
input  wire [IN_DATA_WIDTH-1:0]   B   ,
input  wire [1:0]                 ALU_FUNC ,
input  wire                       CLK ,
input  wire                       RST ,
input  wire                       CMP_enable ,
output reg  [OUT_DATA_WIDTH-1:0]  CMP_OUT ,
output reg                        CMP_Flag
);
reg [OUT_DATA_WIDTH-1:0]  CMP_OUT_comb  ;
reg                       CMP_Flag_comb ;
always @ (posedge CLK or negedge RST)
 begin 
   if (!RST)
     begin
      CMP_OUT  <= 'b0 ;
      CMP_Flag <= 'b0 ;	
	 end
   else
     begin   
      CMP_OUT  <= CMP_OUT_comb ;
      CMP_Flag <= CMP_Flag_comb ;
	 end
 end	
always @ (*)
 begin 
    CMP_OUT_comb = 1'b0 ;
    CMP_Flag_comb = 1'b0 ;
	if(CMP_enable)
      case (ALU_FUNC)
      2'b00 : begin
              CMP_OUT_comb = 'b0  ;
              CMP_Flag_comb = 1'b1 ;              
		      end
      2'b01 : begin
              CMP_Flag_comb = 1'b1 ;  
              if (A==B)
                CMP_OUT_comb = 'b1;
              else
                CMP_OUT_comb = 'b0;			  
		      end
      2'b10 : begin
              CMP_Flag_comb = 1'b1 ;  
              if (A>B)
                CMP_OUT_comb = 'b10;
              else
                CMP_OUT_comb = 'b0;			  
		      end
      2'b11 : begin
              CMP_Flag_comb = 1'b1 ; 
              if (A<B)
                CMP_OUT_comb = 'b11;
              else
                CMP_OUT_comb = 'b0;			  
		      end
      endcase
	else
	 begin
      CMP_OUT_comb = 'b0 ;
      CMP_Flag_comb = 1'b0 ;
     end
 end
 endmodule
[/design/flow/constraint.sdc]
current_design CMP_UNIT

set clk_period 1.0
set clk_io_pct 0.2

create_clock -name clk0 -period $clk_period [get_ports {CLK}]

set non_clock_inputs [all_inputs -no_clocks]
set_input_delay [expr $clk_period * $clk_io_pct] -clock clk0 $non_clock_inputs
set_output_delay [expr $clk_period * $clk_io_pct] -clock clk0 [all_outputs]
==> out/summary.log <==
[status] failing checks negative setup slack
[critical_path] startpoint-to-endpoint class of the critical path in2reg
[clock_tree] sinks on the clock net 3
[floorplan] Rows 24
[logic_synthesis] cell taking the most area after synthesis ha_1
[floorplan] core region area 4410 um^2
[placement] placed insts 176
[drt] Detailed Route WL 2070 um
[logic_synthesis] EDFF count, synth 0
[grt] final global-route overflow total 0
[clock_tree] maximum buffer depth of the clock tree 2
[logic_synthesis] Post-Syn Area per Cell 7.58 um^2
[logic_synthesis] yosys stat chip area 644 um^2
[final_layout] layout cells sized above 1 0.512
[drt] post-route ant nets 0
[logic_synthesis] Most used DFF post-synth dfrtp_1
[grt] initial antenna violation count 0
[drt] DRC violation count after routing 0
[placement] weighted congestion reported at the end of routability-driven placement 0.740
[clock_tree] number of buffers inserted by hold repair at cts 0
[drt] routed via count 642
[sta] sum of negative setup slack -382 ps
[placement] number of input and output port buffers inserted 39
[floorplan] die height 88 um
[sta] worst slack on hold paths 173 ps
[critical_path] kind of start point of the critical path primary input
[logic_synthesis] proportion of netlist area held by the largest area contributor 0.311
[grt] overall fraction of global-route tracks in use 0.0507
[critical_path] critical path peak fanout 2
[logic_synthesis] Ys Warns 1
[critical_path] critical path required time 1130 ps
[clock_tree] cell at the root of the clock tree clkbuf_8
[critical_path] Arr. time, crit path 1350 ps
[grt] first-pass GRT wire length 3270 um
[drt] Vias/cell 3.55
[clock_tree] deepest level of the CTS H-tree 1
[sta] worst path setup slack after routing -217 ps
[sta] peak clock frequency supported by timing 822 MHz
[sta] fraction of the cycle the final worst path needs 1.22
[worst_hold_path] Worst Hold Class in2async
[critical_path] nature of the critical path endpoint flop
[floorplan] number of ports placed on the die boundary 54
[logic_synthesis] Distinct lib cells used 22
[grt] pin count of the biggest net entering global routing 5
[power] largest voltage drop on the vdd net 0.424 mV
[drt] drt wl/cell 11.4 um
[floorplan] die footprint 7740 um^2
[placement] detailed placer's ending HPWL 1680 um
[status] outcome complete, but fails checks
[sta] count of final max-slew check failures 0
[sta] Setup Viol. Count Final 2
[floorplan] Floorplan Utilization 0.146
[final_layout] post-route insts no fill 181
[drt] Initial DRC Count 15
[logic_synthesis] synthesized cell area 644 um^2
[logic_synthesis] async set-reset flop share out of synthesis 1.00
[drt] DRT Pass-1 Iters 4
[power] static leakage power 0.595 nW
[logic_synthesis] synthesized flop and latch total 3
[logic_synthesis] sequential-to-total area share from yosys stat 0.117
[logic_synthesis] top cells by area ha_1 (31%), buf_4 (16%), dfrtp_1 (12%)
[floorplan] width of the chip 88 um
[sta] shortest period the worst path allows 1220 ps
[clock_tree] number of clock buffers inserted by TritonCTS 3
[clock_tree] TritonCTS clock tree done
[clock_tree] Clock transition at path regs 30 ps
[sta] setup repair after global routing missed its margin yes
[logic_synthesis] synthesized instance count 85
[final_layout] post-synthesis to final-layout area growth 101%
[drt] total antenna diodes in the routed design 0
[sta] final tally of hold violations 0
[power] PwrDens 708 nW/um^2
[grt] via count of the first global-routing pass 728
[run] number of OpenROAD warnings 28
[run] Max-Cap Viols 0
[placement] setup slack at placement -1040 ps
[logic_synthesis] yosys cell count 85
-- registers in the layout, indices dropped and copies added, names as in the netlist --
register / count
CMP_Flag: 1
CMP_OUT: 2
-- worst max-delay path: stages --
cell and delay [ps]:
buf_2 90, inv_2 40, ha_4 260, nand4_4 100
nor4_4 270, o21ai_1 110, nand3_2 100, mux2i_1 180
-- worst max-delay path by stage --
stage / startpoint / to / slack (ps)
after global routing: B[13] / CMP_OUT[1] / -290
after CTS: B[15] / CMP_OUT[1] / -210
final: B[13] / CMP_OUT[1] / -220
-- through the flow --
step,power (mW),util,instance area [um^2]
after floorplan,0.318,-,763
after global placement,0.491,0.254,1120
after detailed placement,0.491,0.254,1120
after CTS,0.915,0.289,1270
after global routing,0.993,0.293,1290
final,0.915,0.293,1290
-- repair_timing --
action                     4_1_cts  5_1_grt
resized                        133        5
buffers inserted                 1        0
setup endpoints to repair        5        4
pin swaps                       26        2
-- cell usage after synthesis (2+ instances only) --
cell type / number
buf_4: 14
a21oi_1: 8
nor2_1: 2
dfrtp_1: 3
o21ai_1: 3
nand2_1: 7
ha_1: 16
inv_1: 18
-- metal layers --
metal | vias up | share of wire | GRT usage
met3 | 0 | 0.13 | 0.0262
met4 | 0 | 0 | 0.00290
li1 | 340 | - | -
met1 | 271 | 0.42 | 0.0609
met5 | - | 0 | 0
met2 | 31 | 0.45 | 0.0827
-- cell usage in the layout, fill, tap and decap left out, types with 2 or more instances in the layout --
cell,synthesis,final
inv_4,0,4
a21oi_2,0,3
inv_1,18,4
buf_2,0,16
dlygate4sd2_1,0,8
nand2_1,7,4
dfrtp_1,3,3
ha_4,0,15
inv_2,0,9
clkdlybuf4s50_1,0,4
o21ai_1,3,3
buf_6,0,5
nand2_4,0,2
a21oi_1,8,5
conb_1,1,14
nor2_1,2,2
clkdlybuf4s15_1,0,7
nand2_2,1,2
clkbuf_8,0,3
-- final cells by class --
type	instances	area, um^2
Fill cell	445	3120
Multi-Input combinational cell	63	693
Timing Repair Buffer	41	324
Inverter	18	90.1
Sequential cell	3	75.1
Tap cell	52	65.1
Clock buffer	4	45.0
-- where the power goes --
| part | internal [mW] | switching, mW |
|---|---|---|
| Sequential | 0.129 | 0.00143 |
| Clock | 0.271 | 0.0713 |
| Combinational | 0.246 | 0.197 |
-- cell families (layout without fill, tap and decap cells) --
| kind of cell | count (synthesis) | count (layout) | synth area share |
|---|---|---|---|
| and+or+nand+nor | 18 | 18 | 0.169 |
| DFF | 3 | 3 | 0.117 |
| muxes | 1 | 1 | 0.0155 |
| buffers and inverters | 32 | 63 | 0.268 |
| other | 1 | 14 | 0.00582 |
| adders and majority gates | 16 | 16 | 0.311 |
| AOI/OAI and AO/OA | 14 | 14 | 0.115 |
No activity file was given, so power comes from the tool's default toggle rates.
